==> design/flow/design.v <==
module VectorProcessor(
  input         clock,
  input         reset,
  input         io_valid,
  input  [3:0]  io_op,
  input  [3:0]  io_rd,
  input  [3:0]  io_rs1,
  input  [3:0]  io_rs2,
  input  [15:0] io_mem_addr,
  input  [15:0] io_imm,
  input  [4:0]  io_vector_length,
  output        io_ready
);
  reg  r_ready_nop;  
  reg [31:0] _RAND_0;
  reg  r_ready_ldi;  
  reg [31:0] _RAND_1;
  reg [4:0] r_count;  
  reg [31:0] _RAND_2;
  reg [3:0] r_op;  
  reg [31:0] _RAND_3;
  wire  _T_2;  
  wire  _T_3;  
  wire  _T_4;  
  wire [4:0] _T_8;  
  wire  _T_9;  
  wire  _GEN_32;  
  wire  _GEN_101;  
  assign _T_2 = r_op == 4'h0;  
  assign _T_3 = r_op == 4'h5;  
  assign _T_4 = r_count < io_vector_length;  
  assign _T_8 = r_count + 5'h1;  
  assign _T_9 = r_count == io_vector_length;  
  assign _GEN_32 = _T_9 | r_ready_ldi;  
  assign _GEN_101 = _T_2 | r_ready_nop;  
  assign io_ready = r_ready_nop | r_ready_ldi;  
  always @(posedge clock) begin
    if (reset) begin
      r_ready_nop <= 1'h0;
    end else if (io_valid) begin
      r_ready_nop <= 1'h0;
    end else begin
      r_ready_nop <= _GEN_101;
    end
    if (reset) begin
      r_ready_ldi <= 1'h0;
    end else if (io_valid) begin
      r_ready_ldi <= 1'h0;
    end else if (!(_T_2)) begin
      if (_T_3) begin
        if (!(_T_4)) begin
          r_ready_ldi <= _GEN_32;
        end
      end
    end
    if (reset) begin
      r_count <= 5'h0;
    end else if (io_valid) begin
      r_count <= 5'h0;
    end else if (!(_T_2)) begin
      if (_T_3) begin
        if (_T_4) begin
          r_count <= _T_8;
        end
      end
    end
    if (reset) begin
      r_op <= 4'h0;
    end else if (io_valid) begin
      r_op <= io_op;
    end
  end
endmodule
==> design/flow/run.sh <==
#!/bin/bash
# OpenROAD 26Q1-2900-gdf79404cd8, Yosys 0.63+post, stock flow scripts
make -C /OpenROAD-flow-scripts/flow DESIGN_CONFIG=/design/flow/config.mk WORK_HOME=/design/flow/orfs finish
==> design/flow/config.mk <==
export PLATFORM = sky130hd
export DESIGN_NAME = VectorProcessor
export DESIGN_NICKNAME = VectorProcessor
export VERILOG_FILES = /design/flow/design.v
export SDC_FILE = /design/flow/constraint.sdc
export NUM_CORES = 4
export LEC_CHECK = 1
export CORE_AREA = 10 10 82 82
export DIE_AREA = 0 0 92 92
==> design/flow/constraint.sdc <==
current_design VectorProcessor

set clk_period 3.7
set clk_io_pct 0.2

create_clock -name clk0 -period $clk_period [get_ports {clock}]

set non_clock_inputs [all_inputs -no_clocks]
set_input_delay [expr $clk_period * $clk_io_pct] -clock clk0 $non_clock_inputs
set_output_delay [expr $clk_period * $clk_io_pct] -clock clk0 [all_outputs]
==> results_slide.txt <==
Key Metrics from the Run

Status
  – Outcome: complete, no violations

GRT
  – Antenna violations before repair: 0
  – Vias in the first global route: 487
  – Overall track demand over capacity in global routing: 3.20%
  – Maximum number of pins on one net before global-route repair: 8
  – Total grt overflow: 0
  – Global-route wire length before repair: 2220 um

Flow run
  – Tool Warnings: 69
  – Number of maximum-capacitance constraint violations: 0

Floorplan
  – Number of top-level design ports: 57
  – Starting utilization of the core area: 11.9%
  – Die area: 0.00846 mm^2
  – Height of the die: 92 um
  – Placement row count: 26
  – Horiz. Die Dim: 92 um
  – Core Footprint: 0.00507 mm^2

Clocking
  – CTS resizes: 0
  – Number of buffers inserted by post-CTS setup repair: 0
  – Sink Count: 11
  – Total of hold buffers inserted after clock tree synthesis: 0
  – Clock Latency Late Sink: 0.24 ns
  – CTS Buffer Depth: 2
  – Number of buffers inserted during clock tree synthesis: 3
  – Root Buffer Master: sky130_fd_sc_hd__clkbuf_8
  – Clock tree from TritonCTS: done
  – H-tree Lvls: 1
  – Clock transition at the registers of the reported paths: 0.05 ns

Yosys
  – Netlist Area Pre-Place: 604 um^2
  – Instance count of the mapped netlist: 67
  – Number of warning messages in the yosys log: 1
  – Yosys stat cell total: 67
  – Sequential element share of the synthesized area: 36.4%
  – Number of distinct library cell variants in the gate-level netlist after synthesis: 23
  – Number of synthesized register bits: 11
  – Yosys-reported design area after synthesis: 604 um^2
  – Post-Syn Area per Cell: 9.02 um^2

Layout
  – Comb. cell area: 362 um^2
  – Final cell count without fillers: 152
  – Number of inserted filler cells in the final layout: 597
  – Layout area overhead: 41.2%
  – Fraction of final layout cells sized beyond drive strength 1: 8.54%
  – Register Area: 220 um^2

Power and ir drop
  – Maximum resistive drop on vdd: 0.210 mV
  – Overall power of the completed layout: 0.275 mW
  – Total leakage power: 0.318 nW
  – Power density normalized to cell area: 322 mW/mm^2

Detailed routing
  – Detailed-route via count: 523
  – Vias/cell: 3.44
  – Number of violations reported at the end of detailed-routing iteration 0: 68
  – DRT Wirelength: 1340 um
  – Average wire per standard cell: 8.79 um
  – DRT Pass-1 Iters: 4
  – Post-route ant nets: 0
  – # DRC: 0
  – Total inserted antenna cells: 0

Final timing
  – Pin slew with the least headroom to its limit: 0.435 ns
  – Final count of pins violating max slew: 0
  – Setup violations, final: 0
  – Cycle use final: 65.2%
  – Unrepaired setup endpoints after global routing: no
  – Max-slew headroom at the worst pin: 70.9%
  – Final critical path time including I/O delays and setup: 2.41 ns
  – Top achievable clock speed: 415 MHz
  – Final count of hold timing violations: 0
  – Clock Skews: 0.000953 ns
  – Total Negative Setup Slacks: 0 ns

Critical path
  – Critical path's largest stage delay: 0.50 ns
  – Standard cell with the maximum stage delay on the critical path: sky130_fd_sc_hd__or4_1
  – Cells along the critical path: clkdlybuf4s50_1 > inv_1 > ha_1 > a21oi_1 > o21ai_2 > or4_1 > a21boi_0
  – Kind of critical path: in2reg
  – Endpoint class of the critical path: flop
  – Data required time of the worst path: 3.86 ns
  – CP max FO: 6
  – Startpoint type of the worst setup path: primary input
  – Crit path arrival time: 2.57 ns

Placed design
  – Port buffer count: 12
  – GP Congestion: 0.764
  – Placed Cells incl. Taps: 148

Hold path
  – Hold Crit Class: reg2reg
## Yosys cell counts
master	instances	area, um^2
sky130_fd_sc_hd__a21boi_0	3	22.5
sky130_fd_sc_hd__a21boi_1	1	7.51
sky130_fd_sc_hd__a21oi_1	3	15.0
sky130_fd_sc_hd__and3_1	1	6.26
sky130_fd_sc_hd__and4_1	1	8.76
sky130_fd_sc_hd__and4bb_2	1	12.5
sky130_fd_sc_hd__clkbuf_1	1	3.75
sky130_fd_sc_hd__dfxtp_1	11	220
sky130_fd_sc_hd__ha_1	6	75.1
sky130_fd_sc_hd__inv_1	5	18.8
sky130_fd_sc_hd__mux2i_1	4	40.0
sky130_fd_sc_hd__nand2_1	2	7.51
sky130_fd_sc_hd__nand3_1	5	25.0
sky130_fd_sc_hd__nand4_1	2	12.5
sky130_fd_sc_hd__nor2_1	5	18.8
sky130_fd_sc_hd__nor3_1	1	5.00
sky130_fd_sc_hd__nor4_1	1	6.26
sky130_fd_sc_hd__o21a_1	4	30.0
sky130_fd_sc_hd__o21ai_0	3	15.0
sky130_fd_sc_hd__o21ai_2	2	17.5
sky130_fd_sc_hd__o31ai_1	2	15.0
sky130_fd_sc_hd__or2_2	1	6.26
sky130_fd_sc_hd__or4_1	2	15.0
## through the flow
| stage | worst slack (ns) | hold WS, ns | area, um^2 | utilization [%] |
|---|---|---|---|---|
| after CTS | 1.28 | 0.459 | 853 | 16.8 |
| after floorplan | 1.62 | 0.433 | 604 | - |
| after global placement | 1.06 | 0.445 | 808 | 15.9 |
| after detailed placement | 1.04 | 0.447 | 808 | 15.9 |
| final | 1.29 | 0.455 | 853 | 16.8 |
| after global routing | 1.11 | 0.478 | 853 | 16.8 |
## state kept, by name (all words and copies together) (netlist names)
name and cells:
r_op 4, r_ready_nop 1, r_ready_ldi 1, r_count 5
## worst max-delay path: cells and delay by family
family / cells / cell delay, ns
and+or+nand+nor: 1 / 0.50
AOI/OAI and AO/OA: 3 / 0.50
buffers and inverters: 2 / 0.49
adders and majority gates: 1 / 0.34
## cells by family after synthesis
group                    Yosys count  share of synthesized area [%]
AND-OR/OR-AND                     18                           20.3
flip-flops                        11                           36.4
AND/OR/NAND/NOR                   22                           20.5
buffers and inverters              6                           3.73
adder cells (fa/ha/maj)            6                           12.4
multiplexers                       4                           6.63
## metal layers
layer / global-route usage [%] / vias up / part of all wire, %
met2: 4.06 / 13 / 38
met4: 0.257 / 0 / 0.60
met3: 1.98 / 2 / 8.8
met1: 4.62 / 227 / 52
li1: - / 281 / -
met5: 0 / - / 0
## report_power, final
group / internal, mW / switching, mW / leakage (nW)
sequential: 0.122 / 0.00211 / 0.0896
clock: 0.0757 / 0.0449 / 0.0228
combinational: 0.0190 / 0.0113 / 0.206
## worst paths after layout
path                            start  slack, ns  cells past startpoint           to
setup / recovery  io_vector_length[4]       1.29                      7   r_count[3]
hold / removal            r_ready_nop       0.45                      1  r_ready_nop
setup reg to reg           r_count[2]       1.92                      5   r_count[3]
hold reg to reg           r_ready_nop       0.45                      1  r_ready_nop
## layout make-up
class                      instances  share of cell area (%)
sequential                        11                    25.8
timing repair buffer              12                    14.1
tap                               70                    10.3
multi-input combinational         50                    42.4
inverter                           5                    2.20
clock buffer                       4                    5.28
## cell usage in the layout, fill, tap and decap left out, types with 2 or more instances in the layout
master,instances
sky130_fd_sc_hd__inv_1,5
sky130_fd_sc_hd__o21a_1,4
sky130_fd_sc_hd__mux2i_1,4
sky130_fd_sc_hd__nor2_1,5
sky130_fd_sc_hd__a21boi_0,3
sky130_fd_sc_hd__clkdlybuf4s50_1,12
sky130_fd_sc_hd__nand4_1,2
sky130_fd_sc_hd__dfxtp_1,11
sky130_fd_sc_hd__a21oi_1,3
sky130_fd_sc_hd__o21ai_2,2
sky130_fd_sc_hd__o21ai_0,3
sky130_fd_sc_hd__ha_1,6
sky130_fd_sc_hd__clkbuf_8,3
sky130_fd_sc_hd__or4_1,2
sky130_fd_sc_hd__nand3_1,5
sky130_fd_sc_hd__o31ai_1,2
sky130_fd_sc_hd__nand2_1,2
Power figures rest on the tool's default switching activity, not on a simulated workload.
